## design/flow/design.v

```verilog
`timescale 1ns / 1ps
module usb_controller_final_2(data_in, clk_usb, fd,fifoad,ifclk,sloe,pktend,slcs, slrd, slwr, flag, led3, led1, en, led7);
    input flag;  
input signed [7:0] data_in;
	 input clk_usb; 
	 input en;  
	 output led7;  
	 output led3;  
	 output led1;  
	 output signed [7:0] fd;  
    output reg [1:0] fifoad;  
    output wire ifclk;  
    output sloe;  
    output pktend;  
    output slcs;  
	 output slrd;  
	 output slwr;  
	 reg led1;
	 reg led7;
	 reg [7:0] fd_temp;  
	 reg isEnabled; 
	 reg [6:0]packet_counter;  
	 assign slrd=1'b1;  
	 assign sloe=1'b1;  
	 assign slcs=1'b1;  
	 assign pktend = 1;  
	 assign ifclk=clk_usb;  
	 assign slwr = flag ? 0 : 1;  
	 assign led3 = flag ? 0 : 1;  
	 always @(posedge clk_usb or negedge en)
	 begin
		if(!en)  
		begin
			led7<=1;  
			led1<=0;  
			fd_temp<=0;  
			fifoad<=3;  
		end
		else
		begin
			led1<=1;  
			fifoad<=0;  
			if(packet_counter == 64)  
			begin
				led7<=0;
				fd_temp<=78;
			end
			else if(packet_counter == 65)
			begin
				led7<=0;
				fd_temp<=89;
			end
			else if(packet_counter == 66)
			begin
				led7<=0;
				fd_temp<=65;
			end
			else if(packet_counter == 67)
			begin
				led7<=0;
				fd_temp<=78;
			end
			else  
			begin
				led7<=1;
				fd_temp<=data_in;
			end
		end
	 end
	 always @(posedge clk_usb or negedge en)
	 begin
		if(!en)
		begin
			packet_counter <= 0;
		end
		else
		begin
			if(packet_counter==67)
			begin
				packet_counter<=0;
			end
			else
			begin
				packet_counter <= packet_counter + 1;
			end
		end
	 end
endmodule
```

## design/flow/constraint.sdc

```tcl
current_design usb_controller_final_2

set clk_period 2.1
set clk_io_pct 0.2

create_clock -name clk0 -period $clk_period [get_ports {clk_usb}]

set non_clock_inputs [all_inputs -no_clocks]
set_input_delay [expr $clk_period * $clk_io_pct] -clock clk0 $non_clock_inputs
set_output_delay [expr $clk_period * $clk_io_pct] -clock clk0 [all_outputs]
```

## design/flow/run.sh

```bash
#!/bin/bash
# OpenROAD 26Q1-2900-gdf79404cd8, Yosys 0.63+post, stock flow scripts
make -C /OpenROAD-flow-scripts/flow DESIGN_CONFIG=/design/flow/config.mk WORK_HOME=/design/flow/orfs finish
```

## design/flow/config.mk

```make
export PLATFORM = sky130hd
export DESIGN_NAME = usb_controller_final_2
export DESIGN_NICKNAME = usb_controller_final_2
export VERILOG_FILES = /design/flow/design.v
export SDC_FILE = /design/flow/constraint.sdc
export NUM_CORES = 4
export LEC_CHECK = 1
export CORE_AREA = 10 10 70 70
export DIE_AREA = 0 0 80 80
```

==> deck_impl_summary.md <==
Flow Results at a Glance

Timing
  – Final hold vios: 0
  – Slew Limit Headroom: about 65%
  – Final number of max-transition violations: 0
  – Final Skew: 10.2 ps
  – Actual slew at the worst max-slew pin: 514 ps
  – Setup repair after global routing missed its margin: false
  – Sum of negative setup slack: 0 ps
  – Setup-failing EPs final: 0

Cells and area
  – Area added between synthesis and finish: 24.8%
  – Fraction of layout cells with a size suffix above 1: a little over an eighth

Routing
  – DR WL/cell: 8.46 µm
  – Post-route ant nets: 0
  – Residual DRC: 0
  – Total number of vias: between 300 and 400
  – Number of iterations in the first detailed-routing pass: 1
  – Sum of routed wire length over all layers: roughly 950 µm
  – Violation count after the first detailed-routing iteration: 0
  – Number of antenna repair diodes: 0
  – Via-per-instance ratio: between 3 and 4

CTS
  – Post-CTS Setup Bufs: 0
  – Clock Latency Late Sink: 370 ps
  – Post-cts hold buffer count: 0
  – Clock transition at the register clock pins on the worst setup and hold paths after CTS: approximately 70 ps
  – Quantity of gates resized following cts: 1
  – TritonCTS clock tree: built

Pwr
  – Clock Power Share: about 55%
  – Tot Pwr: roughly 0.00048 W
  – Sequential share of power: 41.1%
  – Switching pwr: around 0.000085 W
  – Switching share of power: between 10% and 20%
  – Power density over cell area: ~690 nW/µm²
  – IR drop worst, VDD: between 0.4 and 0.5 mV
  – Share of power burned in combinational logic: approximately 3.8%
  – Leakage power: about 0.3 nW
  – Internal power contribution: roughly 0.0004 W

Setup path
  – Max incr delay on CP: around 230 ps
  – Cell breakdown of the critical path: clkbuf_4 > clkbuf_4 > dlygate4sd2_1
  – Worst path arrival time: about 1500 ps
  – Largest driver fanout on the critical path: 2
  – Required time worst endpoint: roughly 1700 ps
  – Path type of the worst setup path: clock port to output port
  – Slowest cell on the critical path: sky130_fd_sc_hd__dlygate4sd2_1
  – Delay-heaviest family, CP: buffers and inverters
  – Crit path top cell by count: sky130_fd_sc_hd__clkbuf_4
  – WP buf/inv: 3
  – Worst setup SP type: clock port
  – Type of destination of the critical path: output port

Logic synthesis
  – Synth Seq Share: between 40% and 50%
  – Netlist cell types: 18
  – Synthesis-stage register bit count: 10
  – Summed instance area of the synthesized netlist: 556 µm²
  – YS chip area: roughly 560 µm²
  – # Cells Yosys: around 53
  – Ranking of synthesized cells by area: sky130_fd_sc_hd__dfrtp_1 (36%), sky130_fd_sc_hd__buf_4 (20%), sky130_fd_sc_hd__dfstp_2 (9.5%)
  – Yosys warning total: 9
  – Dominant cell area share: 36.0%
  – Yosys top cell by area: sky130_fd_sc_hd__dfrtp_1
  – Mean post-synth cell area: between 10 and 15 µm²
  – Parity-gate share of the synthesized area counting xor and xnor cells: 6.31%
  – Largest family of logic cells by area: buffers and inverters
  – And+or+nand+nor area frac: 10.4%
  – Share of cell area taken by muxes after synthesis: around 1.8%
  – Post-synthesis compound-gate area fraction: between 3 and 4%
  – Instance tally after logic synthesis: between 50 and 60
  – Adder Share, Synth: a little under a tenth

Status
  – Result of the run: complete, no violations

GRT
  – Initial antenna violation count: 0
  – Pin count of the biggest net entering global routing: 11
  – Global-route wire length before repair: around 1.5 mm
  – Via count of the first global-routing pass: approximately 380
  – Total global routing track utilization: roughly 2.7%
  – Overflow left after global routing: 0

Floorplanning
  – Fraction of the core area occupied by cells at floorplan: between 10% and 20%
  – Top Ports: 30
  – Row count: 21
  – Die height: about 80 µm
  – Chip Footprint: about 6400 µm²
  – CORE AREA: 3420 µm²
  – Die Width: roughly 80 µm

Placement
  – DP HPWL: around 770 µm
  – Weighted congestion at the end of routability-driven global placement: around 0.76
  – Number of buffers added on ports: 9

Flow run
  – Max Cap Violations: 0
  – Tool warnings: 37

Worst hold path
  – Hold crit path type: primary input to asynchronous set/reset pin
sequential cells by signal, indices dropped and copies added, names as in the netlist:
| register | flops |
|---|---|
| led7 | 1 |
| packet_counter | 7 |
| fifoad | 1 |
| led1 | 1 |
final cells by class:
class                      instances  area (µm²)
fill                             380        2720
multi-input combinational         37         224
clock buffer                       8        67.6
tap                               46        57.6
timing repair buffer               8        80.1
inverter                           3        11.3
sequential                        10         253
metrics by stage:
stage / cells / cell area (µm²) / setup WS (ps) / hold WS, ps / util (%)
CTS: 112 / 693 / 166 / 360 / 20.3
global placement: 105 / 636 / 263 / 497 / 18.6
detailed placement: 105 / 636 / 263 / 508 / 18.6
floorplan: 65 / 601 / 532 / 124 / -
finish: 112 / 693 / 180 / 354 / 20.3
global route: 112 / 693 / 154 / 362 / 20.3
final timing paths:
kind | start | to | slack, ps | cells past startpoint
worst min register to register | packet_counter[0] | packet_counter[0] | 520 | 1
worst max-delay path | clk_usb | ifclk | 180 | 3
min in group clk0 | packet_counter[0] | packet_counter[0] | 520 | 1
worst max register to register | packet_counter[0] | packet_counter[6] | 590 | 4
max in group asynchronous | en | fifoad[0] | 1420 | 1
worst min-delay path | en | led1 | 350 | 1
power by group through the flow:
stage,combinational (W),sequential [W],clock [W]
CTS,0.0000194,0.000196,0.000273
finish,0.0000179,0.000196,0.000263
global route,0.0000211,0.000196,0.000293
synth_stat cells:
master and count:
sky130_fd_sc_hd__dfrtp_1 8, sky130_fd_sc_hd__or4b_1 1, sky130_fd_sc_hd__nand2b_1 1, sky130_fd_sc_hd__inv_1 3, sky130_fd_sc_hd__nor2_1 3, sky130_fd_sc_hd__ha_1 4
sky130_fd_sc_hd__dfstp_2 2, sky130_fd_sc_hd__a21oi_1 2, sky130_fd_sc_hd__nand3_1 2, sky130_fd_sc_hd__nor4_1 1, sky130_fd_sc_hd__buf_4 15, sky130_fd_sc_hd__conb_1 2
sky130_fd_sc_hd__nand2_1 2, sky130_fd_sc_hd__xnor2_1 3, sky130_fd_sc_hd__xor2_1 1, sky130_fd_sc_hd__nand4_1 1, sky130_fd_sc_hd__mux2i_1 1, sky130_fd_sc_hd__o41ai_1 1
cells in the final DEF (no fill, tap or decap):
cell type | Yosys | final
sky130_fd_sc_hd__dfrtp_1 | 8 | 8
sky130_fd_sc_hd__nor4_1 | 1 | 1
sky130_fd_sc_hd__nand3_1 | 2 | 2
sky130_fd_sc_hd__xnor2_1 | 3 | 3
sky130_fd_sc_hd__ha_1 | 4 | 4
sky130_fd_sc_hd__o41ai_1 | 1 | 1
sky130_fd_sc_hd__mux2i_1 | 1 | 1
sky130_fd_sc_hd__a21oi_1 | 2 | 2
sky130_fd_sc_hd__nand2b_1 | 1 | 1
sky130_fd_sc_hd__clkbuf_4 | 0 | 6
sky130_fd_sc_hd__clkbuf_8 | 0 | 1
sky130_fd_sc_hd__dfstp_2 | 2 | 2
sky130_fd_sc_hd__or4b_1 | 1 | 1
sky130_fd_sc_hd__dlygate4sd2_1 | 0 | 1
sky130_fd_sc_hd__inv_1 | 3 | 3
sky130_fd_sc_hd__nand4_1 | 1 | 1
sky130_fd_sc_hd__nand2_1 | 2 | 2
sky130_fd_sc_hd__conb_1 | 2 | 14
sky130_fd_sc_hd__xor2_1 | 1 | 1
sky130_fd_sc_hd__nor2_1 | 3 | 3
sky130_fd_sc_hd__clkdlybuf4s50_1 | 0 | 8
kinds of logic after synthesis:
| family | Yosys count |
|---|---|
| buffers and inverters | 18 |
| multiplexers | 1 |
| XOR/XNOR | 4 |
| AND-OR/OR-AND | 3 |
| flip-flops | 10 |
| AND/OR/NAND/NOR | 11 |
| adder cells (fa/ha/maj) | 4 |
| other | 2 |
routing by layer:
metal	part of all wire (%)	global-route usage [%]	vias up	wire, µm
met5	0	0	-	0
li1	-	-	167	-
met4	0	0.880	0	0
met3	5.6	1.70	0	53
met1	40	2.65	164	375
met2	55	4.65	11	518
No activity file was given, so power comes from the tool's default toggle rates.
